$ cat ./config.mk
export PLATFORM = sky130hd
export DESIGN_NAME = UART_rcv
export DESIGN_NICKNAME = UART_rcv
export VERILOG_FILES = /design/flow/design.v
export SDC_FILE = /design/flow/constraint.sdc
export NUM_CORES = 4
export LEC_CHECK = 1
export CORE_AREA = 10 10 97 97
export DIE_AREA = 0 0 107 107
$ cat ./constraint.sdc
current_design UART_rcv

set clk_period 5.3
set clk_io_pct 0.2

create_clock -name clk0 -period $clk_period [get_ports {clk}]

set non_clock_inputs [all_inputs -no_clocks]
set_input_delay [expr $clk_period * $clk_io_pct] -clock clk0 $non_clock_inputs
set_output_delay [expr $clk_period * $clk_io_pct] -clock clk0 [all_outputs]
$ cat ./design.v
module UART_rcv(clk,rst_n,RX,rdy,rx_data,clr_rdy);
input clk,rst_n;			 
input RX;					 
input clr_rdy;			 
output rdy;				 
output [7:0] rx_data;		 
typedef enum reg {IDLE, RX_STATE} asdf;
asdf n100, n001;
reg [8:0] n002;
reg [3:0] n003;
reg [8:0] n004;
reg rdy;
reg n005, n006;
logic n007, n008, n009;
wire shift;
always_ff @(posedge clk or negedge rst_n)
  if (!rst_n)
    n100 <= IDLE;
  else
    n100 <= n001;
always_ff @(posedge clk or negedge rst_n)
  if (!rst_n)
    n003 <= 4'b0000;
  else if (n007)
    n003 <= 4'b0000;
  else if (shift)
    n003 <= n003+1;
always_ff @(posedge clk or negedge rst_n)
  if (!rst_n)
    n004 <= 217;			
  else if (n007)
    n004 <= 217;			
  else if (shift)
    n004 <= 434;			
  else if (n009)
    n004 <= n004-1;		
always_ff @(posedge clk)
  if (shift)
    n002 <= {n006,n002[8:1]};
always @(posedge clk or negedge rst_n)
  if (!rst_n)
    rdy <= 1'b0;
  else if (n007 || clr_rdy)
    rdy <= 1'b0;
  else if (n008)
    rdy <= 1'b1;
always_ff @(posedge clk or negedge rst_n)
  if (!rst_n)
    begin
      n005 <= 1'b1;
      n006 <= 1'b1;
    end
  else
    begin
      n005 <= RX;
      n006 <= n005;
    end
always_comb
  begin
    n007         = 0;
    n008    	  = 0;
    n009     = 0;
    n001     = IDLE;
    case (n100)
      IDLE : begin
        if (!n006)
          begin
            n001 = RX_STATE;
            n007 = 1;
          end
        else n001 = IDLE;
      end
      default : begin
        if (n003==4'b1010)
          begin
            n008 = 1;
            n001 = IDLE;
          end
        else
          n001 = RX_STATE;
        n009 = 1;
      end
    endcase
  end
assign shift = ~|n004;
assign rx_data = n002[7:0];
endmodule
$ cat ./run.sh
#!/bin/bash
# OpenROAD 26Q1-2900-gdf79404cd8, Yosys 0.63+post, stock flow scripts
make -C /OpenROAD-flow-scripts/flow DESIGN_CONFIG=/design/flow/config.mk WORK_HOME=/design/flow/orfs finish
==> flow_summary.html <==
<p>Metrics extracted from the flow reports.</p>
<table>
<tr><th>Metric</th><th>Value</th></tr>
<tr><th colspan="2">Critical path</th></tr>
<tr><td>Required arrival time at the worst endpoint</td><td>roughly 4.2 ns</td></tr>
<tr><td>Endpoint type of the worst setup path</td><td>output port</td></tr>
<tr><td>Worst r2r path cells</td><td>7</td></tr>
<tr><td>Buffer-and-inverter tally for the worst setup path</td><td>1</td></tr>
<tr><td>Critical-path cell with the highest stage delay</td><td>sky130_fd_sc_hd__clkdlybuf4s50_1</td></tr>
<tr><td>Cell family with most CP delay</td><td>buffers and inverters</td></tr>
<tr><td>Setup CP Type</td><td>reg2out</td></tr>
<tr><td>Number of logic stages on the critical path including buffering</td><td>1</td></tr>
<tr><td>Type of origin of the critical path</td><td>flop</td></tr>
<tr><td>Data arrival at the endpoint of the critical path</td><td>between 1 and 1.5 ns</td></tr>
<tr><td>Largest incremental delay on the critical path</td><td>0.48 ns</td></tr>
<tr><td>Max Fanout on Critical Path</td><td>3</td></tr>
<tr><td>Crit-path cells</td><td>clkdlybuf4s50_1</td></tr>
<tr><th colspan="2">GRT</th></tr>
<tr><td>Total routing usage reported by global routing</td><td>0.03581</td></tr>
<tr><td>Maximum number of pins on one net before global-route repair</td><td>22</td></tr>
<tr><td>Antenna violations before repair</td><td>0</td></tr>
<tr><td>Congestion Overflow GR</td><td>0</td></tr>
<tr><td>Number of global-route vias before repair</td><td>approximately 670</td></tr>
<tr><td>Global-route wire length before repair</td><td>3.381 mm</td></tr>
<tr><th colspan="2">STA</th></tr>
<tr><td>Number of max-slew violations in the final report</td><td>0</td></tr>
<tr><td>Final total negative setup slack</td><td>0 ns</td></tr>
<tr><td>Clock Skews</td><td>around 0.0029 ns</td></tr>
<tr><td>Setup-failing EPs final</td><td>0</td></tr>
<tr><td>Tcrit/Tclk final</td><td>0.4094</td></tr>
<tr><td>Worst path setup slack after routing</td><td>around 3.1 ns</td></tr>
<tr><td>Fmax</td><td>0.4608 GHz</td></tr>
<tr><td>Period minus WS final</td><td>2.170 ns</td></tr>
<tr><td>Worst slew margin relative to its limit</td><td>0.4953</td></tr>
<tr><td>Number of hold violations in the final report</td><td>0</td></tr>
<tr><td>Setup repair after global routing missed its margin</td><td>no</td></tr>
<tr><td>Least-Margin Pin Slew</td><td>0.7546 ns</td></tr>
<tr><td>Hold slack</td><td>approximately 0.36 ns</td></tr>
<tr><th colspan="2">Yosys</th></tr>
<tr><td>Number of standard cells after synthesis</td><td>101</td></tr>
<tr><td>Prevailing post-synth register cell</td><td>sky130_fd_sc_hd__dfrtp_1</td></tr>
<tr><td>Area share of the largest cell type after synthesis</td><td>0.2231</td></tr>
<tr><td>Count of flip-flops with a built-in enable after synthesis</td><td>9</td></tr>
<tr><td>Seq cells post-synth</td><td>26</td></tr>
<tr><td>Seq share, synth</td><td>0.5816</td></tr>
<tr><td>Most common library cells after synthesis</td><td>sky130_fd_sc_hd__dfrtp_1 (10), sky130_fd_sc_hd__edfxtp_1 (9), sky130_fd_sc_hd__nor2_1 (9)</td></tr>
<tr><td>Area reported by Yosys stat</td><td>between 0.001 and 0.0015 mm2</td></tr>
<tr><td>Post-Syn Area per Cell</td><td>roughly 12 um2</td></tr>
<tr><td>Share of flip-flops with an asynchronous set or reset after synthesis</td><td>0.6538</td></tr>
<tr><td>Count of unique library cells instantiated by Yosys</td><td>36</td></tr>
<tr><td>Warnings, synthesis</td><td>1</td></tr>
<tr><td>Cell area leaders</td><td>sky130_fd_sc_hd__edfxtp_1 (22%), sky130_fd_sc_hd__dfrtp_1 (21%), sky130_fd_sc_hd__dfstp_2 (15%)</td></tr>
<tr><td>Library cell with the highest instance count after synthesis</td><td>sky130_fd_sc_hd__dfrtp_1</td></tr>
<tr><td>Largest area contributor in the synthesized netlist</td><td>sky130_fd_sc_hd__edfxtp_1</td></tr>
<tr><td>Cell Area, Synth</td><td>around 0.0012 mm2</td></tr>
<tr><td>Yosys stat cell total</td><td>about 100</td></tr>
<tr><th colspan="2">Pwr</th></tr>
<tr><td>Worst ir drop on vdd</td><td>0.00005883 V</td></tr>
<tr><td>Total power divided by cell area</td><td>approximately 230 mW/mm2</td></tr>
<tr><td>Reported leakage power</td><td>a little over 0.0005 uW</td></tr>
<tr><th colspan="2">Die</th></tr>
<tr><td>Effective utilization at floorplan</td><td>0.1661</td></tr>
<tr><td>IO Count</td><td>13</td></tr>
<tr><td>Chip height</td><td>approximately 110 um</td></tr>
<tr><td>Chip area</td><td>between 0.01 and 0.015 mm2</td></tr>
<tr><td>Std-Cell Core Area</td><td>~0.0073 mm2</td></tr>
<tr><td>Die boundary width</td><td>about 110 um</td></tr>
<tr><td>Row Count</td><td>31</td></tr>
<tr><th colspan="2">Min path</th></tr>
<tr><td>Instance count along the most critical hold path</td><td>0</td></tr>
<tr><td>Tightest Hold Check Type</td><td>reg2reg</td></tr>
<tr><th colspan="2">Place</th></tr>
<tr><td>RD Place Congestion</td><td>approximately 0.77</td></tr>
<tr><td>Port-buffer cells</td><td>12</td></tr>
<tr><td>Dpl hpwl</td><td>between 1 and 1.5 mm</td></tr>
<tr><td>Worst Setup Slack post-DPL</td><td>approximately 3.2 ns</td></tr>
<tr><th colspan="2">Drt</th></tr>
<tr><td>Post-DRT Antenna Nets</td><td>0</td></tr>
<tr><td>Number of DRC violations after detailed routing</td><td>0</td></tr>
<tr><td>Post-detailed-route wirelength per cell</td><td>10.17 um</td></tr>
<tr><td>DR iter-0 viols</td><td>35</td></tr>
<tr><td>Via density</td><td>roughly 3.4</td></tr>
<tr><td>Routed via count</td><td>709</td></tr>
<tr><td>Number of optimization iterations in the first detailed-route pass</td><td>2</td></tr>
<tr><td>Diodes inserted</td><td>0</td></tr>
<tr><td>Final routed wirelength across all metal layers</td><td>2.094 mm</td></tr>
<tr><th colspan="2">Cells and area</th></tr>
<tr><td>Area growth from synthesis to layout</td><td>17.98%</td></tr>
<tr><td>Fraction of layout instances using a drive strength above 1</td><td>0.1308</td></tr>
<tr><td>Final Core Density</td><td>0.1960</td></tr>
<tr><th colspan="2">Clock tree</th></tr>
<tr><td>Total setup buffers inserted after CTS</td><td>0</td></tr>
<tr><td>CTS root buf</td><td>sky130_fd_sc_hd__clkbuf_8</td></tr>
<tr><td>Number of levels in the clock H-tree</td><td>1</td></tr>
<tr><td>Clk latency late pin</td><td>0.26 ns</td></tr>
<tr><td>Clock tree from TritonCTS</td><td>done</td></tr>
<tr><td># clock sinks</td><td>26</td></tr>
<tr><td>Clock transition at the registers of the reported paths</td><td>~0.090 ns</td></tr>
<tr><td>Number of buffers inserted for hold repair after clock tree synthesis</td><td>0</td></tr>
<tr><td>PostCTS Resize Cnt</td><td>0</td></tr>
<tr><td>Maximum buffer depth of the clock tree</td><td>2</td></tr>
<tr><td>Total clock buffers created by CTS</td><td>3</td></tr>
<tr><th colspan="2">Run</th></tr>
<tr><td>Max Cap Viol</td><td>0</td></tr>
<tr><td>Warning total across the stage logs</td><td>26</td></tr>
<tr><th colspan="2">Run status</th></tr>
<tr><td>Run status</td><td>complete, no violations</td></tr>
</table>
[final timing paths]
check                                     from                  end  slack, ns
setup / recovery               rdy$_DFFE_PN0P_                  rdy       3.13
hold reg to reg                 n005$_DFF_PN1_       n006$_DFF_PN1_       0.36
setup reg to reg           n004[1]$_DFFE_PN0P_  n004[1]$_DFFE_PN0P_       3.25
min in group asynchronous                rst_n  n003[3]$_DFFE_PN0P_       1.23
max in group asynchronous                rst_n  n003[1]$_DFFE_PN0P_       3.59
hold / removal                  n005$_DFF_PN1_       n006$_DFF_PN1_       0.36
[report_power, final]
part           internal [uW]  leakage, uW  total, uW  switching (uW)
clock network           53.7    0.0000228        113            59.4
logic                   2.10     0.000207       4.87            2.77
registers                208     0.000279        209           0.930
[cell type report]
cell class              count  area [um2]
clock buffers               4       45.04
fillers                   818        5863
inverters                   7       26.28
multi-input cells          57       401.6
flip-flops and latches     26       704.4
well taps                  99       123.9
repair buffers             13       127.6
[per-stage QoR]
stage                     cells  total power, uW  cell area, um2
after floorplan             101            213.1            1211
after global placement      202            218.4            1384
after detailed placement    202            218.5            1384
after CTS                   206            332.8            1429
after global routing        206            339.2            1429
final                       206            327.2            1429
[state kept, by name, indices dropped and copies added, names as in the netlist]
name and flops:
n003 4, n006 1, n005 1, n100 1, n002 9, n004 9
rdy 1
[cells in the final DEF (no fill, tap or decap), drive strengths merged, types with 3 or more instances in the layout]
cell type      Yosys  routed
clkdlybuf4s50      0      12
ha                 3       3
xnor2              4       4
dfrtp             10      10
inv                7       7
dfstp              7       7
clkbuf             2       4
nor2               9       9
o21ai              5       5
edfxtp             9       9
a21oi              4       4
a211oi             3       3
[metal layers]
| layer | global-route usage | part of all wire | vias to the layer above |
|---|---|---|---|
| met2 | 0.05399 | 0.44 | 7 |
| met5 | 0 | 0 | - |
| met4 | 0.005803 | 0.0038 | 0 |
| met1 | 0.04937 | 0.51 | 337 |
| met3 | 0.01273 | 0.052 | 2 |
| li1 | - | - | 363 |
[cells by family (layout without fill, tap and decap cells)]
logic type / after synthesis / after routing / synth area share
AOI/OAI and AO/OA: 21 / 21 / 0.1126
xor gates and xnor gates: 4 / 4 / 0.02892
adders and majority gates: 3 / 3 / 0.03100
buffers and inverters: 18 / 24 / 0.08678
DFF: 26 / 26 / 0.5816
muxes: 2 / 2 / 0.01653
and+or+nand+nor: 27 / 27 / 0.1426
Power and IR drop assume default switching activity.
